==> flow/config.mk <==
export PLATFORM = sky130hd
export DESIGN_NAME = i2c
export DESIGN_NICKNAME = i2c
export VERILOG_FILES = /design/flow/design.v
export SDC_FILE = /design/flow/constraint.sdc
export NUM_CORES = 4
export LEC_CHECK = 1
export CORE_UTILIZATION = 40
==> flow/design.v <==
module fifo(					  
	input clk, 							
	input reset, 						
	input [7:0] wr_data,			 		
	input wr_request, 					
	output [7:0] rd_data, 
	input rd_request, 					
	output empty, 
	output full, 
	output reg overflow, 
	input clear_overflow_request, 	
	output reg [5:0] wr_index,			
	output reg [5:0] rd_index);		
	reg [7:0] fifo_buffer [63:0];     
	parameter N = 64;
	assign full = ((wr_index + 1) % N == rd_index);
	assign empty = (wr_index == rd_index);
	assign rd_data = fifo_buffer[rd_index];
	always @ (posedge(clk))
	begin
		if(reset)
		begin
			wr_index <= 0; 
			rd_index <= 0;
			overflow <= 1'b0;
		end
		if(clear_overflow_request)
			overflow <= 1'b0;
		if(wr_request)
		begin 
			if(!full & !overflow)	 
			begin
				fifo_buffer[wr_index] <= wr_data;	
				wr_index <= (wr_index + 1) % N;
			end
			else	 
				overflow <= 1'b1; 
		end
		if(rd_request)
		begin 
			if(!empty)	 
			begin
				rd_index <= (rd_index + 1) % N; 
			end
		end
	end
endmodule
module edge_detect(
	input clk, 
	input in, 
	output pulse); 
	reg prev;
	reg pre_out; 
	wire detected = !prev & in; 
	assign pulse = pre_out; 
	always @ (posedge(clk))
	begin
	    prev <= in; 
		pre_out <= detected;
	end	
endmodule
module i2c (clk, reset, address, byteenable, chipselect, writedata, 
			readdata, write, read, i2c_scl, i2c_sda, test_out,
			debug_address, debug_chipselect, debug_read, debug_readdata, 
			debug_write, debug_writedata, rd_index, wr_index);
    input	clk, reset;
    input              read, write, chipselect, byteenable;
    input [1:0]        address;
    input [31:0]       writedata;
    output reg [31:0]  readdata;
    output reg 		 i2c_scl;
    inout reg		 i2c_sda;
    output	    	 test_out;
    output 	       debug_read, debug_write, debug_chipselect; 		 
    output [1:0]       debug_address; 
    output [4:0]       debug_writedata; 
    output [4:0]       debug_readdata; 
    output [4:0]       rd_index; 
    output [4:0]       wr_index;
    assign debug_read = read;
    assign debug_write = write; 
    assign debug_chipselect = chipselect;
    assign debug_address = address; 
    assign debug_writedata[3:0] = d;
    assign debug_writedata[4] = repeatbit;
    assign debug_readdata = state [4:0];
    assign rd_index = rd_index_tx [4:0]; 
    assign wr_index = state [4:0];  
    reg [6:0]  address_reg;
    reg [7:0]  data;
    reg [31:0] status;			 
    reg [31:0] control;
    reg [31:0] clear_status; 	 
    parameter ADDRESS_REG           = 2'b00;
    parameter DATA_REG              = 2'b01;
    parameter STATUS_REG            = 2'b10;
    parameter CONTROL_REG   	    = 2'b11;
    wire write_ed;
    edge_detect wr(clk, write, write_ed);
    wire read_ed;
    edge_detect rd(clk, sm_rd_request, read_ed);
    wire write_RX;
    edge_detect RXwr(clk, sm_wr_requestRX, write_RX);
    wire read_RX;
    edge_detect RXrd(clk, read, read_RX);
    reg sm_rd_request; 
    reg sm_wr_requestRX;
    wire [7:0] sm_data;
    wire [7:0] wr_data_tx = data;
    wire [7:0] rd_data_tx;
    wire [5:0] wr_index_tx;
    wire [5:0] rd_index_tx;
    wire empty_tx, full_tx, overflow_tx;
    wire clear_overflow_tx = clear_status [3];
    fifo tx_fifo(
    .clk(clk), 
    .reset(reset), 
    .clear_overflow_request(clear_overflow_tx),
    .wr_data(wr_data_tx), 
    .wr_request(write_ed & (address == DATA_REG)), 
    .rd_request(read_ed),
    .rd_data(sm_data),  
    .empty(empty_tx),
    .full(full_tx),
    .overflow(overflow_tx),
    .wr_index(wr_index_tx),
    .rd_index(rd_index_tx)); 			
    reg [7:0] wr_data_rx; 
    wire [7:0] rd_data_rx;  
    wire [5:0] wr_index_rx;
    wire [5:0] rd_index_rx; 
    wire empty_rx, full_rx, overflow_rx;
    wire clear_overflow_rx = clear_status [3];
    fifo rx_fifo(
    .clk(clk), 
    .reset(reset), 
    .clear_overflow_request(clear_overflow_rx),
    .wr_data(wr_data_rx), 
    .wr_request(write_RX), 
    .rd_request(0),  
    .rd_data(rd_data_rx),
    .empty(empty_rx),
    .full(full_rx),
    .overflow(overflow_rx),
    .wr_index(wr_index_rx),
    .rd_index(rd_index_rx)); 	
    always @ (posedge clk)
    begin
	status [0] <= overflow_rx; 
	status [1] <= full_rx; 
	status [2] <= empty_rx;
	status [3] <= overflow_tx; 
	status [4] <= full_tx;
	status [5] <= empty_tx; 
	status [13:8] <= wr_index_tx;		
	status [19:14] <= rd_index_tx; 
	status [31:20] <= 12'b000000000000;  
    end
    always @ (*)
    begin
        if (read && chipselect)
            case (address)
                ADDRESS_REG: 
                    readdata = address_reg;
                DATA_REG:
		    readdata = rd_data_rx;
                STATUS_REG: 
                    readdata = status;
                CONTROL_REG: 
                    readdata = control;
            endcase
        else
            readdata = 32'b0;
    end        
    always @ (posedge clk)
    begin
	if (busy)
	    control [17] <= 1'b0; 
        if (reset)
        begin
            address_reg [6:0] <= 7'b0;
            data [7:0] <= 8'b0;
            clear_status [31:0] <= 32'b0;
            control [31:0] <= 32'b0;
        end
        else
        begin
            if (write && chipselect)
            begin
                case (address)
                    ADDRESS_REG: 
                        address_reg <= writedata;
                    DATA_REG: 
		        data <= writedata;
                    STATUS_REG: 
                        clear_status <= writedata;
                    CONTROL_REG: 
                        control <= writedata;
                endcase
            end
	    else
	        clear_status <= 32'b0; 
        end 
    end
    reg [7:0] count; 
    always @ (posedge(clk))
    begin
	direction_reg <= control [0];
	if (count == 250)  
	begin
		state <= next_state;
		count <= 0;
		if (state == START2_STATE)
			n <= 6; 
		if (state == ADDRESS_WRITE2_STATE)
			n <= n - 1;
		if (state == ACK_ADDRESS2_STATE)
			r <= 7;
                if (state == REG_WRITE2_STATE)
                        r <= r - 1;
                if (state == ACK_REG2_STATE)
                        d <= 7; 
                if (state == DATA_READ2_STATE)
                        wr_data_rx[d2] <= i2c_sda;
                if (state == DATA_WRITE2_STATE)
                        d <= d - 1;
                if(state == DATA_READ1_STATE)
                        d2 <= d2 - 1;
	end
	else
		count <= count + 1; 
	end
	parameter IDLE_STATE            = 0;
	parameter START1_STATE        	= 1;
	parameter START2_STATE         	= 2;
	parameter ADDRESS_WRITE1_STATE 	= 3;
	parameter ADDRESS_WRITE2_STATE 	= 4;
	parameter RW1_STATE		= 5; 
	parameter RW2_STATE		= 6; 
	parameter ACK_ADDRESS1_STATE	= 7;
	parameter ACK_ADDRESS2_STATE	= 8;
	parameter REG_WRITE1_STATE      = 9;
	parameter REG_WRITE2_STATE 	= 10; 
	parameter ACK_REG1_STATE	= 11;
	parameter ACK_REG2_STATE	= 12;
	parameter DATA_WRITE1_STATE	= 13; 
	parameter DATA_WRITE2_STATE	= 14; 
	parameter DATA_READ1_STATE 	= 15; 
	parameter DATA_READ2_STATE 	= 16; 
	parameter ACK_DATA1_STATE	= 17;
	parameter ACK_DATA2_STATE	= 18;	
	parameter PRESTOP_STATE         = 19;
	parameter STOP1_STATE           = 20;
	parameter STOP2_STATE		= 21;
	parameter REPEATED_START1_STATE	= 22;
	parameter REPEATED_START2_STATE	= 23;
	reg [4:0] state;
	reg [4:0] next_state;
	reg busy;
	reg [7:0] bytecount;
	reg [3:0] n, r, d;
	reg [3:0] d2 = 7;
	wire repeated_start;
	assign repeated_start = control [16];
	reg repeatbit = 1'b0;
	reg direction_reg;
	wire reg_used;
	assign reg_used = control [7]; 
	wire [7:0] register_addr; 
	assign register_addr = control [15:8];
	wire start_bit;
	assign start_bit = control [17]; 
	always @ (*)
	begin
		next_state = state;
		case (state)
			IDLE_STATE: 
			begin
				if (start_bit & bytecount != 0)
				begin 
					next_state = START1_STATE; 
					repeatbit = 1'b0;
				end
				else 
				begin
					busy = 0; 
					repeatbit = 1'b0;
					next_state = IDLE_STATE;
				end
			end
			START1_STATE: 
			begin 
				next_state = START2_STATE; 
			end
			START2_STATE:
			begin  
				next_state = ADDRESS_WRITE1_STATE;
			end
 			ADDRESS_WRITE1_STATE: 
			begin
				busy = 1; 
				next_state = ADDRESS_WRITE2_STATE; 
			end
			ADDRESS_WRITE2_STATE: 
			begin
				if (n == 0)
					next_state = RW1_STATE; 
				else 
					next_state = ADDRESS_WRITE1_STATE; 	
			end
			RW1_STATE:
			begin 	
				 next_state = RW2_STATE; 
			end
			RW2_STATE:
			begin 	
				 next_state = ACK_ADDRESS1_STATE; 
			end
			ACK_ADDRESS1_STATE:
			begin 
				next_state = ACK_ADDRESS2_STATE;
			end
			ACK_ADDRESS2_STATE:
			begin
				if(repeatbit == 1'b1)
				begin
					next_state = DATA_READ1_STATE;
					end
				else if(reg_used)
					next_state = REG_WRITE1_STATE;
			end
			REG_WRITE1_STATE:
			begin 
				next_state = REG_WRITE2_STATE; 
			end
			REG_WRITE2_STATE:
			begin 
				if (r == 0)
				begin
					sm_rd_request = 1;
					next_state = ACK_REG1_STATE; 
				end
				else 
					next_state = REG_WRITE1_STATE;				
			end
			ACK_REG1_STATE:
			begin
				next_state = ACK_REG2_STATE;
				sm_rd_request = 0; 
			end
			ACK_REG2_STATE:
			begin
				if (control [0] == 1'b0)
					next_state = DATA_WRITE1_STATE;
				else
				begin
					next_state = REPEATED_START1_STATE;
					repeatbit = 1'b1;
				end
			end
			DATA_WRITE1_STATE:
			begin
				next_state = DATA_WRITE2_STATE;
			end	 
			DATA_WRITE2_STATE:
			begin
				if (d == 0)
					next_state = ACK_DATA1_STATE; 
				else 
					next_state = DATA_WRITE1_STATE; 	
			end	 
			DATA_READ1_STATE:
			begin 
				next_state = DATA_READ2_STATE; 
			end
			DATA_READ2_STATE:  
			begin 
				if (d2 == 0)
				begin
					next_state = ACK_DATA1_STATE; 
					sm_wr_requestRX = 1;
				end
				else 
					next_state = DATA_READ1_STATE; 	
			end
			ACK_DATA1_STATE:
			begin
				sm_wr_requestRX = 0;
				next_state = ACK_DATA2_STATE;
			end
			ACK_DATA2_STATE:
			begin
				if (control [0] == 1'b0)
					  next_state = PRESTOP_STATE; 	
				if (control [0] == 1'b1)
					  next_state = PRESTOP_STATE; 
			end
			PRESTOP_STATE:
			begin
				next_state = STOP1_STATE;
			end
			STOP1_STATE:
			begin
				next_state = STOP2_STATE;
			end
			STOP2_STATE:
			begin
				next_state = IDLE_STATE; 
			end
			REPEATED_START1_STATE:
			begin 
				next_state = REPEATED_START2_STATE;
			end
			REPEATED_START2_STATE:
			begin
				next_state = START1_STATE;
			end
		endcase
	end
	always @ (*)
	begin
		i2c_sda = 1'bz; 
		i2c_scl = 1'bz;
		case (state)
			IDLE_STATE: 
			begin
				i2c_sda = 1'bz; 
				i2c_scl = 1'bz;
			end
			START1_STATE: 
			begin 
				i2c_sda = 1'b0;
				i2c_scl = 1'bz; 
			end
			START2_STATE: 
			begin
				i2c_scl = 1'b0;
				i2c_sda = 1'b0;		
			end
			ADDRESS_WRITE1_STATE: 
			begin
				i2c_scl = 1'b0;
				i2c_sda = address_reg [n] ? 1'bz : 1'b0; 	
			end
			ADDRESS_WRITE2_STATE: 
			begin
				i2c_scl = 1'bz;
				i2c_sda = address_reg [n] ? 1'bz : 1'b0; 
			end
			RW1_STATE:
			begin 
				i2c_scl = 1'b0;
				if(repeatbit == 1'b1)
					i2c_sda = 1'bz;
				else
					i2c_sda = 1'b0;  
			end
			RW2_STATE:
			begin 
				i2c_scl = 1'bz;
				if(repeatbit == 1'b1)
					i2c_sda = 1'bz;
				else
					i2c_sda = 1'b0;  
			end
			ACK_ADDRESS1_STATE:
			begin 
				i2c_sda = 1'bz;
				i2c_scl = 1'b0;
			end
			ACK_ADDRESS2_STATE:
			begin 
				i2c_scl = 1'bz;
				i2c_sda = 1'bz;
			end
			REG_WRITE1_STATE:
			begin 
				i2c_scl = 1'b0;
				i2c_sda = register_addr [r] ? 1'bz : 1'b0 ;				
			end 
			REG_WRITE2_STATE:
			begin 
				i2c_scl = 1'bz;
				i2c_sda = register_addr [r] ? 1'bz : 1'b0; 
			end 
			ACK_REG1_STATE: 
			begin
				i2c_sda = 1'bz;
				i2c_scl = 1'b0;			
			end
			ACK_REG2_STATE: 
			begin
				i2c_sda = 1'bz;
				i2c_scl = 1'bz;				
			end
			DATA_WRITE1_STATE:
			begin
				i2c_scl = 1'b0;
				i2c_sda = sm_data [d] ? 1'bz : 1'b0 ; 				
			end	
			DATA_WRITE2_STATE:
			begin
				i2c_scl = 1'bz;
				i2c_sda = sm_data [d] ? 1'bz : 1'b0; 
			end	
			DATA_READ1_STATE:
			begin 
				i2c_scl = 1'b0; 
				i2c_sda = 1'bz;
			end
			DATA_READ2_STATE:  
			begin
				i2c_scl = 1'bz;
				i2c_sda = 1'bz;
			end
			ACK_DATA1_STATE: 
			begin
				i2c_sda = 1'bz; 
				i2c_scl = 1'b0;
			end
			ACK_DATA2_STATE: 
			begin
				i2c_sda = 1'bz;
				i2c_scl = 1'bz;	
			end
			PRESTOP_STATE:
			begin
				i2c_sda = 1'b0; 
				i2c_scl = 1'b0;
			end
			STOP1_STATE:
			begin
				i2c_scl = 1'bz;
				i2c_sda = 1'b0;
			end
			STOP2_STATE:
			begin
				i2c_sda = 1'bz;
				i2c_scl = 1'bz;
			end
			REPEATED_START1_STATE:
			begin 
				i2c_scl = 1'b0;
				i2c_sda = 1'bz;
			end
			REPEATED_START2_STATE:
			begin
				i2c_scl = 1'bz;
				i2c_sda = 1'bz;
			end
		endcase
	end
endmodule
==> flow/constraint.sdc <==
current_design i2c

set clk_period 4.3
set clk_io_pct 0.2

create_clock -name clk0 -period $clk_period [get_ports {clk}]

set non_clock_inputs [all_inputs -no_clocks]
set_input_delay [expr $clk_period * $clk_io_pct] -clock clk0 $non_clock_inputs
set_output_delay [expr $clk_period * $clk_io_pct] -clock clk0 [all_outputs]
==> flow/run.sh <==
#!/bin/bash
# OpenROAD 26Q1-2900-gdf79404cd8, Yosys 0.63+post, stock flow scripts
make -C /OpenROAD-flow-scripts/flow DESIGN_CONFIG=/design/flow/config.mk WORK_HOME=/design/flow/orfs finish
==> Slide: Implementation Results <==
Implementation Results

Synth
  • Warning count from the yosys run: 50
  • Post-synthesis cell type with the largest combined area: sky130_fd_sc_hd__dfxtp_1
  • Yosys-reported design area after synthesis: 6016 sq um
  • Cell area after technology mapping: 6016 sq um
  • Avg Cell Area, Syn: 9.474 sq um
  • Yosys cell count: 635
  • Cells after synthesis: 635
  • Unique cell types: 58
  • FFs w/ async S/R, synth: 0%
  • Commonest flop: sky130_fd_sc_hd__dfxtp_1
  • Post-synthesis register bit count: 133
  • Largest type area fraction: 30.62%
  • Cell area leaders: sky130_fd_sc_hd__dfxtp_1, sky130_fd_sc_hd__edfxtp_1, sky130_fd_sc_hd__nand2_1
  • Number of synthesized flops with an enable pin: 37

Detailed routing
  • Number of nets still failing antenna checks after routing: 0
  • WL final: 12660 microns
  • Initial DRC Count: 141
  • Number of diodes: 0
  • Routed len/inst: 13.91 microns
  • Detail-routed via count per cell: 4.955
  • First-pass iteration count of the detailed router: 5
  • Total via count in the routed design: 4509
  • DRC errors left: 0

Floorplanning
  • Area enclosed by the die boundary: 15530 sq um
  • Core Footprint: 14590 sq um
  • IO Pins: 100
  • Die X: 124.6 microns
  • Starting density of the core: 41.23%
  • Vertical die size: 124.6 microns
  • Site Rows: 44

STA
  • Final Slew Violations: 0
  • Minimum clock period after layout: 3.728 ns
  • Worst-margin pin slew: 0.8655 ns
  • Worst relative slew slack: 41.86%
  • Final-layout setup total negative slack: 0 ns
  • Clock skew after layout: 0.005969 ns
  • Register pins left without a clock: 4
  • Final hold viol count: 0
  • Achievable Freq: 0.2682 GHz
  • Number of unconstrained endpoints: 7
  • Final period utilization: 86.71%
  • Setup repair after global routing missed its margin: false
  • Final number of setup-violating endpoints: 0

Job
  • Max-cap violations: 0
  • Total number of warnings across the stage logs: 32

Clock tree
  • TritonCTS clock tree: built
  • CTS H-Tree Depth: 4
  • Buffer levels on the longest clock path: 2
  • Total clock buffers created by CTS: 17
  • Clock latency at the later pin of the worst-skew pair: 0.41 ns
  • Hold buffer count at cts: 0
  • Count of cells resized by post-cts repair: 0
  • Buffer count from post-CTS setup fixing: 0
  • Library cell used as clock root buffer: sky130_fd_sc_hd__clkbuf_16
  • Clock transition time at the flip-flop clock pins of the worst setup and hold paths: 0.05 ns

Worst setup path
  • Launching instance or port of the critical path: address[1]
  • Critical Path Sink Type: output pin
  • Startpoint Class: primary input
  • Data arrival at the endpoint of the critical path: 2.87 ns
  • Data required, critical path: 3.44 ns
  • Critical path class: primary input to output pin
  • Origin of the critical flop-to-flop path: count[3]$_SDFF_PP0_
  • Max FO, Critical Path: 11

Worst hold path
  • Hold crit path type: flip-flop to flip-flop
  • Worst hold start: RXwr.prev$_DFF_P_

Cells and area
  • Layout cells sized above 1: 7.438%
  • Number of flip-flops under the largest register name: 32
  • Largest reg by FF count: control
  • Largest registers ranked by flip-flop count: control (32), status (18)
  • Area growth from synthesis to layout: 26.29%

Placed design
  • Final estimated routing congestion in global placement: 0.8400
  • Count of port buffers added during placement: 95
  • Half-perimeter wire length of the detailed placement result: 8873 microns

GRT
  • Via count of the first global-routing pass: 4362
  • Total global-route track usage: 17.56%
  • Maximum number of pins on one net before global-route repair: 48
  • Number of antenna violations at the first check in global routing: 0
  • Overflow after GRT: 0
  • Wire length of the first global-routing pass: 21580 microns

Outcome
  • Result of the run: finished clean

Power
  • LEAKAGE: 0.002715 uW
  • Total chip power: 2767 uW
  • Largest voltage drop on the vdd net: 355.3 uV
  • Power density over the cells: 364.2 nW/um^2
worst paths after layout:
check	cells after the start	endpoint	slack [ns]
min	1	RXwr.pre_out$_DFF_P_	0.38
max	4	readdata[5]	0.57
min reg2reg	1	RXwr.pre_out$_DFF_P_	0.38
max reg2reg	6	n[0]$_SDFFCE_PN0P_	1.65
synth_stat cells, drive strengths merged (3+ instances only):
master and number:
edfxtp 37, nor3 16, nor2b 14, o22ai 4
xnor2 21, mux2i 27, xor2 9, buf 22
and3 5, mux2 4, inv 23, dfxtp 92
nand4 4, clkbuf 26, dlxtn 4, mux4 6
and2 14, a21boi 8, ha 14, nor2 61
nand3 17, a21oi 38, o221ai 3, o21ai 14
a31oi 3, nand2b 8, or2 3, nor3b 9
nand2 100, nor4 3
critical path: stages:
cell and delay, ns:
sky130_fd_sc_hd__clkdlybuf4s50_1 0.84, sky130_fd_sc_hd__mux4_2 0.58, sky130_fd_sc_hd__nor2b_1 0.14, sky130_fd_sc_hd__clkdlybuf4s50_1 0.43
cell usage in the layout, fill, tap and decap left out, drive strengths merged, types with 10 or more instances in the layout:
master / instances
o21ai: 14
inv: 27
xnor2: 21
nor2b: 14
edfxtp: 37
clkbuf: 24
nand3: 17
mux2i: 27
ha: 14
and2: 14
a21oi: 38
dfxtp: 92
nand2: 100
buf: 10
nor3: 16
clkdlybuf4s50: 95
nor2: 61
final cells by class:
| class | count | area, sq um |
|---|---|---|
| clock buffer | 24 | 503.0 |
| multi-input combinational | 433 | 2666 |
| timing repair buffer | 105 | 1026 |
| fill | 1233 | 6992 |
| clock inverter | 8 | 72.57 |
| sequential | 133 | 3013 |
| inverter | 23 | 86.33 |
| tap | 184 | 230.2 |
metrics by stage:
| step | utilization (%) | std cells | area [sq um] | worst slack (ns) | hold WS [ns] |
|---|---|---|---|---|---|
| 2_1_floorplan | - | 637 | 6023 | 1.234 | 0.3588 |
| 3_3_place_gp | 48.13 | 878 | 7022 | 0.5348 | 0.3708 |
| 3_5_place_dp | 48.13 | 878 | 7022 | 0.5266 | 0.3720 |
| 4_1_cts | 52.08 | 910 | 7597 | 0.5254 | 0.3757 |
| 5_1_grt | 52.08 | 910 | 7597 | 0.3930 | 0.3966 |
| 6_report | 52.08 | 910 | 7597 | 0.5716 | 0.3775 |
cells by family (layout without fill, tap and decap cells):
kind of cell | Yosys count | count (layout) | synth area share, %
compound gates | 88 | 88 | 9.068
xor+xnor | 30 | 30 | 4.368
fa+ha+maj | 14 | 14 | 2.912
buf+inv | 71 | 160 | 5.761
flops | 129 | 129 | 49.08
latches | 4 | 4 | 0.9984
mux | 37 | 37 | 7.487
other cells | 1 | 3 | 0.06234
simple gates | 261 | 261 | 20.26
per-layer routing:
metal	track usage, %	vias up	part of all wire, %
met2	27.04	129	45
met3	4.291	11	5.9
met1	27.12	2061	48
li1	-	2308	-
met4	1.843	0	1.1
met5	0	-	0
power breakdown:
part | switching [uW] | total (uW) | internal, uW | leakage (uW)
Sequential | 8.38 | 1270 | 1260 | 0.00109
Combinational | 54.3 | 124 | 69.7 | 0.00134
Clock | 502 | 1380 | 875 | 0.000291
Total | 564 | 2770 | 2200 | 0.00271
Power figures rest on the tool's default switching activity, not on a simulated workload.
